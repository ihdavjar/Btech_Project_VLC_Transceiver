## run.sh

```bash
#!/bin/bash
# OpenROAD 26Q1-2900-gdf79404cd8, Yosys 0.63+post, stock flow scripts
make -C /OpenROAD-flow-scripts/flow DESIGN_CONFIG=/design/flow/config.mk WORK_HOME=/design/flow/orfs finish
```

## config.mk

```make
export PLATFORM = sky130hd
export DESIGN_NAME = Enable_Control_Unit
export DESIGN_NICKNAME = Enable_Control_Unit
export VERILOG_FILES = /design/flow/design.v
export SDC_FILE = /design/flow/constraint.sdc
export NUM_CORES = 4
export LEC_CHECK = 1
export CORE_AREA = 10 10 97 97
export DIE_AREA = 0 0 107 107
```

## constraint.sdc

```tcl
current_design Enable_Control_Unit

set clk_period 4.3
set clk_io_pct 0.2

create_clock -name clk0 -period $clk_period [get_ports {clk}]

set non_clock_inputs [all_inputs -no_clocks]
set_input_delay [expr $clk_period * $clk_io_pct] -clock clk0 $non_clock_inputs
set_output_delay [expr $clk_period * $clk_io_pct] -clock clk0 [all_outputs]
```

## design.v

```verilog
module Enable_Control_Unit(clk, tx_complete, enable, out_clk);
    parameter div_freq = 25;  
    input clk, tx_complete;
    output reg out_clk;
    output wire enable;
    reg [31:0] count;  
    reg temp_reg;
    initial
    begin
        out_clk <= 0;
        count <= 0;
        temp_reg <= 1;
    end
    always @ (posedge clk)
    begin
        if (count == div_freq)
        begin
            count <= 0;
            out_clk <= ~out_clk;      
        end
        else
        begin
            count <= count + 1;
        end
    end
    always @(posedge clk)
    begin
        if (count == 0)
        begin
            temp_reg <= 1;
        end
        if (tx_complete == 1 && count>0)
        begin
            temp_reg <= 0;
        end
    end
    assign enable = temp_reg & out_clk;
endmodule  
```

==> out/results.txt <==
CP startpoint kind - register
Synth flops - 34
Slowest-stage cell, CP - clkdlybuf4s50_1
Register share after synthesis - 0.452
CP Cell Sequence - inv_1, nor2_1, clkdlybuf4s50_1
Area fraction in mux cells - 0
H-tree depth - 2
Layout cells sized above 1 - 0.0870
Die W - 107 um
Fin crit period - 2.09 ns
Max Root-Sink Buffers - 2
Log Warnings - 27
Final Max Slew Viols - 0
Via density - 4.17
Gr usage total - 0.0464
Hpwl dp - 1810 um
WP data required - 3.44 ns
Peak VDD IR - 0.198 mV
CP max stage delay - 0.47 ns
Initial Utilization - 0.209
Max Clock Freq - 479 MHz
Adder share - 0.0246
Kind of critical path - reg2out
Layout Area Growth over Synthesis - 13.2%
Final hold vios - 0
Setup crit end kind - output pin
Aoi share - 0.00574
Power Density - 322 nW/um^2
Post-Route WL - 2630 um
Top cells by count - dfxtp_1 (33), xor2_1 (16), xnor2_1 (14)
DRC viols - 0
Netlist cell types - 25
PortBufs - 3
Post-route ant nets - 0
CTS tree - built
Power Total - 0.000556 W
Max cap viols - 0
Min-Delay Path Class - reg2reg
Post-CTS Setup Inserts - 0
Initial antenna violation count - 0
Post-DP Area - 1640 um^2
Reg2Reg Depth - 5
CTS Root Buffer Type - clkbuf_8
CP max FO - 2
And+or+nand+nor area frac - 0.302
Post-Route Setup TNS - 0 ns
Chip height - 107 um
Async set-or-reset flop fraction in the synthesized netlist - 0
Largest cells by area - dfxtp_1 (43%), xor2_1 (9.2%), xnor2_1 (8.0%), nand4_1 (4.5%), nor4_1 (4.5%)
Syn Inst Count - 155
Clock Skew - 0.00457 ns
Yosys warns - 1
Endpoints failing setup - 0
Num rows - 31
Chip area - 11400 um^2
CTS sink count - 34
Yosys stat chip area - 1530 um^2
GPL Wtd Cong - 0.845
Number of global-route vias before repair - 1008
Worst skew pair latency - 0.28 ns
Data arrival, critical path - 1.23 ns
Max-slew headroom at the worst pin - 0.566
Syn avg cell area - 9.85 um^2
Vias - 1085
IO Count - 4
Core region area - 7290 um^2
Mapped Area - 1530 um^2
Status - completed
Final period utilization - 0.486
Worst slew pin tran - 0.646 ns
Max FFs per register - 32
Pre-antenna DRT Iters - 4
RSZ-0062 raised after global routing - false
Num CTS Buffers - 5
Count leader, synth - dfxtp_1
EDFF count, synth - 1
Hold_buf cts - 0
First-pass GRT wire length - 4640 um
Top-area cell share - 0.433
Hold_ws - 0.479 ns
Ant diodes - 0
Fin area - 1730 um^2
GRT overflow - 0
Dominant register cell - dfxtp_1
Leak - 0.646 nW
Ys cells - 155
XOR Share, Synth - 0.172
Initial DRC Count - 84
Cell type with the largest total area - dfxtp_1
Clock transition at path regs - 0.06 ns
CTS resizes - 0
Largest net degree at the start of global routing - 13
Dominant combinational family - simple AND/OR/NAND/NOR gates
Fin util - 0.237
Worst hold path stage count - 2
Routed len/inst - 10.1 um
-- stage by stage --
step	std cells	worst slack, ns
global route	260	2.13
global placement	252	2.43
floorplan	155	2.61
CTS	260	2.18
detailed placement	252	2.43
finish	260	2.21
-- path summary, 6_finish.rpt --
path / from / endpoint / slack (ns)
min reg2reg: temp_reg$_SDFFE_PP0N_ / temp_reg$_SDFFE_PP0N_ / 0.48
max: out_clk$_DFFE_PN_ / enable / 2.21
min: temp_reg$_SDFFE_PP0N_ / temp_reg$_SDFFE_PP0N_ / 0.48
max reg2reg: count[0]$_SDFF_PN0_ / count[26]$_SDFF_PN0_ / 2.43
-- kinds of logic after synthesis --
logic type / count (synthesis)
and+or+nand+nor: 76
AOI/OAI and AO/OA: 1
xor gates and xnor gates: 30
buffers and inverters: 11
adders and majority gates: 3
DFF: 34
-- report_power, final --
group          switching, W  internal [W]
combinational   0.000000201   0.000000836
sequential                0      0.000316
clock              0.000110      0.000129
total              0.000110      0.000446
-- area by class of cell --
cell class	instances	area [um^2]
sequential	34	691
clock buffer	7	86.3
clock inverter	1	5.00
fill	811	5560
timing repair buffer	3	30.0
multi-input combinational	110	769
tap	99	124
inverter	6	22.5
-- per-layer routing --
| metal | up-vias | global-route usage | share of wire |
|---|---|---|---|
| met3 | 6 | 0.00910 | 0.036 |
| met2 | 16 | 0.0676 | 0.43 |
| met4 | 0 | 0.0126 | 0.015 |
| met1 | 500 | 0.0685 | 0.52 |
| met5 | - | 0 | 0 |
| li1 | 563 | - | - |
-- critical path, delay by kind of cell (launching register included) --
family | cells | cell delay, ns
buffers and inverters | 2 | 0.53
flip-flops | 1 | 0.35
AND/OR/NAND/NOR | 1 | 0.08
-- cells in the final DEF (no fill, tap or decap) --
master / Yosys / layout
inv_1: 6 / 6
and3_1: 2 / 2
and4_2: 1 / 1
clkinv_2: 0 / 1
clkbuf_1: 0 / 1
ha_1: 3 / 3
nor2_1: 10 / 10
edfxtp_1: 1 / 1
nor2b_1: 1 / 1
nor4_4: 1 / 1
nor4_1: 11 / 11
nor3_1: 8 / 8
or3_4: 1 / 1
o32ai_1: 1 / 1
and4_1: 3 / 3
nand2_1: 12 / 12
nand4_4: 1 / 1
nand4_1: 11 / 11
dfxtp_1: 33 / 33
nor4_2: 2 / 2
xor2_1: 16 / 16
nand3_1: 10 / 10
clkdlybuf4s50_1: 0 / 3
or2_1: 1 / 1
clkbuf_8: 0 / 6
nand3_2: 1 / 1
xnor2_1: 14 / 14
Power figures rest on the tool's default switching activity, not on a simulated workload.
