$ cat flow/design.v
module encoder(frame_data, out);
    input [26:0] frame_data;  
    output [35:0] out;  
    assign out[9] = frame_data[0];
    assign out[10] = frame_data[1];
    assign out[11] = frame_data[2];
    assign out[12] = frame_data[3];
    assign out[13] = frame_data[4];
    assign out[14] = frame_data[5];
    assign out[15] = frame_data[6];
    assign out[16] = frame_data[7];
    assign out[17] = frame_data[8];
    assign out[18] = frame_data[9];
    assign out[19] = frame_data[10];
    assign out[20] = frame_data[11];
    assign out[21] = frame_data[12];
    assign out[22] = frame_data[13];
    assign out[23] = frame_data[14];
    assign out[24] = frame_data[15];
    assign out[25] = frame_data[16];
    assign out[26] = frame_data[17];
    assign out[27] = frame_data[18];
    assign out[28] = frame_data[19];
    assign out[29] = frame_data[20];
    assign out[30] = frame_data[21];
    assign out[31] = frame_data[22];
    assign out[32] = frame_data[23];
    assign out[33] = frame_data[24];
    assign out[34] = frame_data[25];
    assign out[35] = frame_data[26];
    assign out[0] = frame_data[0] ^ frame_data[1] ^ frame_data[4] ^ frame_data[5] ^ frame_data[6] ^ frame_data[7] ^ frame_data[8] ^ frame_data[9] ^ frame_data[12] ^ frame_data[14] ^ frame_data[16] ^ frame_data[17] ^ frame_data[18] ^ frame_data[19] ^ frame_data[23] ^ frame_data[25];
    assign out[1] = frame_data[0] ^ frame_data[2] ^ frame_data[3] ^ frame_data[4] ^ frame_data[5] ^ frame_data[8] ^ frame_data[13] ^ frame_data[14] ^ frame_data[18] ^ frame_data[19] ^ frame_data[20] ^ frame_data[21] ^ frame_data[25] ^ frame_data[26];
    assign out[2] = frame_data[0] ^ frame_data[4] ^ frame_data[6] ^ frame_data[8] ^ frame_data[9] ^ frame_data[14] ^ frame_data[15] ^ frame_data[20] ^ frame_data[21] ^ frame_data[23] ^ frame_data[24] ^ frame_data[25] ^ frame_data[26];
    assign out[3] = frame_data[0] ^ frame_data[1] ^ frame_data[2] ^ frame_data[3] ^ frame_data[7] ^ frame_data[10] ^ frame_data[11] ^ frame_data[12] ^ frame_data[13] ^ frame_data[14] ^ frame_data[16] ^ frame_data[17] ^ frame_data[18] ^ frame_data[21] ^ frame_data[22] ^ frame_data[25] ^ frame_data[26];
    assign out[4] = frame_data[1] ^ frame_data[2] ^ frame_data[5] ^ frame_data[13] ^ frame_data[15] ^ frame_data[17] ^ frame_data[22] ^ frame_data[23] ^ frame_data[24] ^ frame_data[25] ^ frame_data[26];
    assign out[5] = frame_data[0] ^ frame_data[1] ^ frame_data[5] ^ frame_data[7] ^ frame_data[8] ^ frame_data[9] ^ frame_data[11] ^ frame_data[12] ^ frame_data[13] ^ frame_data[14] ^ frame_data[15] ^ frame_data[17] ^ frame_data[18] ^ frame_data[19] ^ frame_data[20] ^ frame_data[21] ^ frame_data[24] ^ frame_data[26];
    assign out[6] = frame_data[1] ^ frame_data[5] ^ frame_data[7] ^ frame_data[8] ^ frame_data[11] ^ frame_data[12] ^ frame_data[14] ^ frame_data[15] ^ frame_data[19] ^ frame_data[21] ^ frame_data[22] ^ frame_data[24] ^ frame_data[25] ^ frame_data[26];
    assign out[7] = frame_data[5] ^ frame_data[6] ^ frame_data[8] ^ frame_data[9] ^ frame_data[12] ^ frame_data[15] ^ frame_data[16] ^ frame_data[23] ^ frame_data[26];
    assign out[8] = frame_data[0] ^ frame_data[1] ^ frame_data[3] ^ frame_data[4] ^ frame_data[5] ^ frame_data[8] ^ frame_data[9] ^ frame_data[12] ^ frame_data[14] ^ frame_data[15] ^ frame_data[16] ^ frame_data[17] ^ frame_data[20] ^ frame_data[21] ^ frame_data[22] ^ frame_data[23];
endmodule
$ cat flow/run.sh
#!/bin/bash
# OpenROAD 26Q1-2900-gdf79404cd8, Yosys 0.63+post, stock flow scripts
make -C /OpenROAD-flow-scripts/flow DESIGN_CONFIG=/design/flow/config.mk WORK_HOME=/design/flow/orfs finish
$ cat flow/config.mk
export PLATFORM = sky130hd
export DESIGN_NAME = encoder
export DESIGN_NICKNAME = encoder
export VERILOG_FILES = /design/flow/design.v
export SDC_FILE = /design/flow/constraint.sdc
export NUM_CORES = 4
export LEC_CHECK = 1
export CORE_AREA = 10 10 92 92
export DIE_AREA = 0 0 102 102
$ cat flow/constraint.sdc
current_design encoder

set clk_period 3.5
set clk_io_pct 0.2

create_clock -name clk0 -period $clk_period

set non_clock_inputs [all_inputs -no_clocks]
set_input_delay [expr $clk_period * $clk_io_pct] -clock clk0 $non_clock_inputs
set_output_delay [expr $clk_period * $clk_io_pct] -clock clk0 [all_outputs]
==> reports/results.ini <==
[sta]
setup_slack_ps=74.2
min_period_ps=3430
worstMarginPinSlew_ps=396
period_used_pct=97.9
worst_hold_slack_ps=2010
slew_viol_final=0
hold_violations=0
fmax_mhz=292
finalSetupViolCount=0
rsz0062_at_grt=yes
slew_headroom_pct=73.4

[global_route]
grtUsageTotal_pct=5.01
grt_pass1_vias=783
grt_pass1_wl_um=4080
antenna_found_initial=0
grt_max_degree=5
overflow=0

[logic_synthesis]
synthCells=86
synth_area_leader_cell=xnor2_1
yosys_area_um2=833
top_area_share_pct=42.0
avgSynthCellArea_um2=9.69
top_cell=xnor2_1
syn_area_um2=833
yosys-stat-cells=86
ys_seq_share_pct=0
common_cells=40 x xnor2_1, 27 x buf_4, 9 x xor2_1, 5 x xnor3_1, 3 x xnor2_2
area_leaders=xnor2_1 42%, buf_4 24%, xnor3_1 14%
ys_types=7
yosys_warnings=0

[detailed_routing]
postRouteAntennaNets=0
wirelength_um=2640
num_vias=647
initialDrtViolationCount=5
viasPerCell=3.02
wl_per_cell_um=12.3
num_antenna_cells=0
dr.pass1.iters=2
drc=0

[floorplan]
pin_count=63
die_h_um=102
rows=29
fp.dieW_um=102
fp.dieArea_um2=10400
core_region_area_um2=6460
fp_util_pct=12.9

[finish]
seq_cells=0
nClkBuffers=0
drive_above_1_share_pct=18.2
finish.utilization_pct=23.5
final_area_um2=1520
regArea_um2=0
area_delta_synth_final_pct=82.1

[placement]
io_buffers=63
place.gp.congestion=0.764
hpwl_um=2450
place_ws_ps=29.6
post_dp_cell_area_um2=1450

[power_and_ir_drop]
power_leakage_nw=0.605
p_sw_w=0.000150
p_int_w=0.000340
power_w=0.000490
seqPwrFrac_pct=0
pwr-share-comb_pct=100.0
p_sw_share_pct=30.6
vdd_drop_max_uv=189
power_density_nw_per_um2=323
pwr-share-clk_pct=0

[min_path]
min_path_cells=2
min_to=out[9]
min-delay-start=frame_data[0]
hold_class=in2out

[clock_network]
postCtsHoldBufs=0

[setup_path]
cp_max_fo=2
startpoint_type=input port
worstSetupStartpoint=frame_data[14]
crit_type=in2out
arrival_ps=2730
cp-end-kind=output pin
worstPathRequired_ps=2800

[job]
cap_violations=0
tool_warnings=33

[run_status]
status=complete, no violations

## placed cells by master, fill, tap and decap left out
master | Yosys | layout
xnor3_1 | 5 | 5
xor2_1 | 9 | 9
xor2_2 | 1 | 1
xnor2_1 | 40 | 34
buf_4 | 27 | 15
dlymetal6s2s_1 | 0 | 1
clkdlybuf4s50_1 | 0 | 62
xnor2_2 | 3 | 9
xor3_1 | 1 | 1
## critical path, stage by stage
cell and delay, ps:
clkdlybuf4s50_1 530, xor2_2 220, xnor2_2 170, xnor3_1 440, xor2_1 160, clkdlybuf4s50_1 510
## stage by stage
step	setup TNS (ps)	cells
2_1_floorplan	0	86
3_3_place_gp	0	211
3_5_place_dp	0	211
4_1_cts	0	211
5_1_grt	-23.9	214
6_report	0	214
## cell families (layout without fill, tap and decap cells)
group,after synthesis,count (layout),synth area share [%]
buf+inv,27,78,24.3
xor+xnor,59,59,75.7
## layout make-up
class / instances / area, µm²
Tap cell: 77 / 96.3
Timing Repair Buffer: 78 / 746
Fill cell: 686 / 4940
Multi-Input combinational cell: 59 / 676
## layer usage
layer  track usage [%]  wire [µm]  vias to the layer above
met3              2.73        364                        0
li1                  -          -                      342
met2              8.69       1260                       33
met4                 0          0                        0
met5                 0          0                        -
met1              5.64       1010                      272
## worst max-delay path by stage
stage	depth (start not counted)	endpoint
after global routing	6	out[8]
final	6	out[8]
after CTS	6	out[8]
## power groups by stage
stage | Clock, W | Sequential (W) | Combinational (W)
CTS | 0 | 0 | 0.000486
global route | 0 | 0 | 0.000537
finish | 0 | 0 | 0.000490
## what timing repair did
action | 4_1_cts | 5_1_grt
resized | 0 | 7
buffers inserted | 0 | 3
setup endpoints to repair | 0 | 4
Power figures rest on the tool's default switching activity, not on a simulated workload.
