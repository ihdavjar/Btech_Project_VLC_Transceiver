**/design/flow/design.v**
```verilog
module tx(clk, enable, transmit_bits, tx_complete, out);
    input clk;   
    input enable;    
    input [35:0]transmit_bits;    
    output reg tx_complete;  
    output reg out;
    reg tx_state;    
    parameter tx_idle = 1'b0;
    parameter tx_tx = 1'b1;
    wire [7:0]sync_bits;   
    reg [43:0]tx_sr;  
    reg [5:0]count;   
    assign sync_bits[7:0] = 8'b10101010;   
    initial
    begin
        tx_state <= tx_idle;
        count <= 0;
        tx_complete <= 1;
    end
    always @(posedge clk)
    begin
        if (enable & (~tx_state))    
        begin
            tx_sr <= {sync_bits, transmit_bits};    
            tx_state <= tx_tx;           
            count <= 0;                 
            tx_complete <= 0;           
        end
        if (tx_state==tx_tx)    
        begin
            out <= tx_sr[43];      
            tx_sr[43:1] <= tx_sr[42:0];      
            tx_sr[0] <= 1'b0;
            count <= count+1;               
        end
        if (count == 44)         
        begin
            tx_state <= tx_idle;     
            tx_complete <= 1;
        end
        if (tx_state == tx_idle)
        begin
            out <= 1'b0;
        end
    end
endmodule
```
**/design/flow/run.sh**
```bash
#!/bin/bash
# OpenROAD 26Q1-2900-gdf79404cd8, Yosys 0.63+post, stock flow scripts
make -C /OpenROAD-flow-scripts/flow DESIGN_CONFIG=/design/flow/config.mk WORK_HOME=/design/flow/orfs finish
```
**/design/flow/config.mk**
```make
export PLATFORM = sky130hd
export DESIGN_NAME = tx
export DESIGN_NICKNAME = tx
export VERILOG_FILES = /design/flow/design.v
export SDC_FILE = /design/flow/constraint.sdc
export NUM_CORES = 4
export LEC_CHECK = 1
export CORE_UTILIZATION = 30
```
**/design/flow/constraint.sdc**
```tcl
current_design tx

set clk_period 3.3
set clk_io_pct 0.2

create_clock -name clk0 -period $clk_period [get_ports {clk}]

set non_clock_inputs [all_inputs -no_clocks]
set_input_delay [expr $clk_period * $clk_io_pct] -clock clk0 $non_clock_inputs
set_output_delay [expr $clk_period * $clk_io_pct] -clock clk0 [all_outputs]
```
==> impl_metrics.tcl <==
# implementation run metrics
set metrics [dict create \
    p_leak_nw 1.09 \
    ctsHoldBuffers 0 \
    wl_per_cell_um 12.3 \
    antenna_cells 0 \
    netlist_instances 130 \
    clk_path_buf_depth 2 \
    top_area_share_pct 66.6 \
    syn_to_final_growth_pct 26.3 \
    grt_pass1_wl_um 5610 \
    power_density_nw_per_um2 717 \
    path_cells "clkdlybuf4s50_1 > or2_2 > buf_4" \
    die_w_um 87.8 \
    edf_count 49 \
    drc 0 \
    hold_end "out" \
    core_um2 6940 \
    cts_sinks 53 \
    hpwl_um 2110 \
    reg2reg_to "tx_sr[32]" \
    cp_num_buf_inv 2 \
    fp_util_pct 31.8 \
    layout-drive-gt1-share_pct 27.2 \
    dieHeight_um 87.8 \
    tightest_slew_ns 0.569 \
    finalSetupTns_ns 0 \
    crit_required_ns 3.28 \
    cts_tree "done" \
    vias 1169 \
    maxCapViolCount 0 \
    rows 30 \
    r2r_setup_slack_ns 1.74 \
    crit_family "buffers and inverters" \
    rsz0062_at_grt "no" \
    adder_share_pct 1.13 \
    ff_type "edfxtp_1" \
    hold_path_depth 1 \
    arrival_ns 2.12 \
    setup_viol 0 \
    antenna_found_initial 0 \
    skew_ns 0.00675 \
    grt_use_total_pct 9.92 \
    drt_wl_total_um 3300 \
    reg2reg_from "tx_state" \
    ys_cells 130 \
    peakVddDrop_uv 251 \
    final_area_um2 2790 \
    outcome "finished, final reports clean" \
    relSlewSlack_pct 62.0 \
    warnings 26 \
    max_freq_mhz 468 \
    synth_area_per_cell_um2 17.0 \
    fill_cells 610 \
    synthArstFlopShare_pct 0 \
    path_clk_slew_ns 0.09 \
    netlist_area_um2 2210 \
    post_cts_buffers 0 \
    ant_nets 0 \
    boundaryPins 40 \
    dpl_cell_area_um2 2710 \
    critPathKind "input port to register" \
    grt_pass1_vias 1242 \
    cts_root_buf "clkbuf_8" \
    grt_max_degree 53 \
    hold_viol_final 0 \
    die-area_um2 7720 \
    top_cells_by_count "edfxtp_1, mux2_2, and2_1" \
    critical_path.max_stage_delay_ns 0.51 \
    mux_share_pct 18.3 \
    slew_violations 0 \
    ys_seq_share_pct 70.2 \
    firstDrtPassIters 4 \
    xor_area_share_pct 1.19 \
    synth_flops 53 \
    routabilityCongestion 0.649 \
    grt_overflow_total 0 \
    cts.repair.resized 0 \
    cts_buffers 5 \
    crit_path_end_kind "register" \
    synth.comb.largest_family "multiplexers" \
    ctsHtreeMaxLevel 2 \
    start_kind "input port" \
    drt-vias-per-instance 4.35 \
    reg2regPathDepth 2 \
    hp-class "register to register" \
    largest_area_cell "edfxtp_1" \
    ys_sh_simple_pct 5.83 \
    cpMaxStageDelayCell "clkdlybuf4s50_1" \
    ys_chip_area_um2 2210 \
    ys_warn_count 1 \
    worstPathMaxFanout 27 \
    fin_crit_sh_pct 64.8 \
    min_from "tx_sr[43]" \
    portBuffers 39 \
    clk_latency_ns 0.30 \
    synth-compound-area-share_pct 1.58 \
    post-route-min-period_ns 2.14 \
    topCellsByArea "edfxtp_1, mux2_2, dfxtp_1" \
    yosysUniqueCellTypes 23 \
    drt_iter0_drc 64 \
    most_common_cell "edfxtp_1" \
]
placed cells by master (no fill, tap or decap), drive strengths merged:
cell type and count:
or2 1, o31a 1, mux2i 1, nand2b 4, xor2 1, nand3 3
dfxtp 4, inv 3, ha 2, and2 9, o31ai 1, nor2 1
clkinvlp 1, clkdlybuf4s50 39, xnor2 2, nand2 2, a21boi 1, clkbuf 7
or3 1, mux2 35, o21ai 2, nor2b 1, buf 2, edfxtp 49
area by class of cell:
| class | instances | area (µm²) | share of cell area [%] |
|---|---|---|---|
| clock inverters | 1 | 7.51 | 0.269 |
| multi-input cells | 68 | 619 | 22.2 |
| inverters | 3 | 11.3 | 0.403 |
| well taps | 96 | 120 | 4.30 |
| repair buffers | 41 | 405 | 14.5 |
| clock buffers | 7 | 76.3 | 2.73 |
| flip-flops and latches | 53 | 1550 | 55.6 |
where the power goes:
group	switching, W	internal, W	total, W
registers	0.000102	0.00110	0.00121
clock network	0.000195	0.000150	0.000345
logic	0.000155	0.000296	0.000452
sequential cells by signal, summed over array words and instances (netlist names):
name	flops
count	6
tx_state	1
tx_complete	1
out	1
tx_sr	44
how the worst max path moves through the flow:
stage | slack (ns) | from | depth (start not counted) | end
6_report | 1.16 | enable | 3 | tx_sr[32]
5_1_grt | 1.09 | enable | 3 | tx_sr[41]
4_1_cts | 1.16 | enable | 3 | tx_sr[41]
routing by layer:
| layer | track usage, % | part of all wire (%) | up-vias |
|---|---|---|---|
| li1 | - | - | 564 |
| met1 | 15.8 | 48 | 571 |
| met2 | 14.2 | 45 | 29 |
| met3 | 3.91 | 5.8 | 5 |
| met4 | 1.19 | 1.2 | 0 |
| met5 | 0 | 0 | - |
cells by family after synthesis:
group,Yosys count
AOI/OAI and AO/OA,5
xor gates and xnor gates,3
adders and majority gates,2
buffers and inverters,9
DFF,53
muxes,36
and+or+nand+nor,22
metrics by stage:
stage               setup WS [ns]  utilization (%)  hold slack, ns  instances  total power (W)
floorplan                    1.60                -           0.425        130          0.00152
global placement            0.881             39.0           0.433        261          0.00164
detailed placement          0.839             39.0           0.440        261          0.00167
CTS                          1.16             40.2           0.462        269          0.00203
global route                 1.09             40.2           0.501        269          0.00214
finish                       1.16             40.2           0.457        269          0.00200
Power is estimated from default activity; no workload was simulated.
